==> ./design.v <==
module DataMemory (MemWrite,Memread,address,writeData,clk,readData);
  reg[31:0] memory [0:31];
  input MemWrite,Memread,clk;
  input [31:0] address,writeData;
  output reg [31:0] readData;
  always@(negedge clk) 
    begin
      if(MemWrite==1)
        memory[address]<=writeData;
    end
  always@(address or Memread)
    begin
      if(Memread==1)
        readData=memory[address];
    end
endmodule
==> ./run.sh <==
#!/bin/bash
# OpenROAD 26Q1-2900-gdf79404cd8, Yosys 0.63+post, stock flow scripts
make -C /OpenROAD-flow-scripts/flow DESIGN_CONFIG=/design/flow/config.mk WORK_HOME=/design/flow/orfs finish
==> ./config.mk <==
export PLATFORM = sky130hd
export DESIGN_NAME = DataMemory
export DESIGN_NICKNAME = DataMemory
export VERILOG_FILES = /design/flow/design.v
export SDC_FILE = /design/flow/constraint.sdc
export NUM_CORES = 4
export LEC_CHECK = 1
export CORE_UTILIZATION = 30
==> ./constraint.sdc <==
current_design DataMemory

set clk_period 4.2
set clk_io_pct 0.2

create_clock -name clk0 -period $clk_period [get_ports {clk}]

set non_clock_inputs [all_inputs -no_clocks]
set_input_delay [expr $clk_period * $clk_io_pct] -clock clk0 $non_clock_inputs
set_output_delay [expr $clk_period * $clk_io_pct] -clock clk0 [all_outputs]
==> impl_metrics.ini <==
; yosys + openroad results
[floorplanning]
initial_core_util = 0.304
io_pins = 99
die_h_um = 365
row_count = 132
die_x_um = 365
core-area_um2 = 130000
dieArea_um2 = 133000

[timing]
unclocked_regs = 32
hold_viol = 0
drv_slew = 0
slew_headroom = 0.240
fin_ws_ps = 67.3
hold_slack_ps = 3060
untimed_endpoints = 64
rsz0062_at_grt = no
tightest_slew_ps = 1130
setup_viol = 0
setup_tns_ps = 0

[job]
max-cap-violations = 0
warnings = 1057

[power_and_ir_drop]
p_per_area_nw_per_um2 = 502
seqPwrFrac = 0.443
p_leak_nw = 21.9
switching_power_mw = 6.95
clkPwrFrac = 0.513
p_int_mw = 19.1
irDropWorstVdd_v = 0.000318
switching_share = 0.266
pwr-share-comb = 0.044

[yosys]
synth-async-reset-ratio = 0
syn_area_um2 = 39500
syn_inst = 2108
yosys_warnings = 1
ys_types = 24
synth_top_area_share = 0.778
common_cells = edfxtp_1, mux2i_1, o22ai_1
ys_ff = 1056
syn_area_per_cell_um2 = 18.7
ys_area_um2 = 39500
area_leaders = edfxtp_1, mux2i_1, o22ai_1, dlxtp_1, buf_2
edf_count = 1024
top_cell = edfxtp_1
dominantRegCellSynth = edfxtp_1
ys_cells = 2108
yosys.area.top_type = edfxtp_1

[worst_setup_path]
worstSetupPathType = in2reg
end_kind = flop
cp.arrival_ps = 2400
start_kind = input pin
worstPathRequired_ps = 2470
path_max_fanout = 18

[global_routing]
grt_pass1_wl_um = 151000
antenna_found_initial = 2
first_global_vias = 26700
overflow = 0
grt_max_degree = 106
track_usage = 0.166

[clock_network]
clockRootBuffer = clkbuf_16
clkTransAtPathRegs_ps = 40
cts_buffer_depth = 3
h-tree-depth = 3
cts_tree = built
numCtsBuffers = 104
ctsHoldBuffers = 0

[placed_design]
dp_slack_ps = -727
dpl.hpwl_um = 62900
portBuffers = 71
gp_congestion = 0.886

[final_layout]
regArea_um2 = 31200
drive_gt1_frac = 0.106
fillers = 11400
logic_area_um2 = 7990
syn_to_final_growth_pct = 31.4

[routing]
insertedDiodeCount = 0
dr.pass1.iters = 7
vias = 23600
avgRoutedWirePerCell_um = 19.8
finalWirelength_um = 102000
routed_via_density = 4.59
drcViolationCount = 0
drt_iter0_markers = 1312
ant_nets = 0

[run_status]
outcome = finished, final reports clean

[worst_hold_path]
min_path_type = in2reg
power groups by stage:
stage | registers (mW) | clock network (mW) | logic (mW)
CTS | 11.5 | 13.8 | 1.16
global route | 11.5 | 15.0 | 1.23
finish | 11.5 | 13.4 | 1.14
cell families (layout without fill, tap and decap cells):
kind of cell	count (synthesis)	after routing	share of synthesized area
multiplexers	512	512	0.130
flip-flops	1024	1024	0.778
AND-OR/OR-AND	256	256	0.0408
AND/OR/NAND/NOR	157	157	0.0224
latches	32	32	0.0122
buffers and inverters	127	1429	0.0168
stage by stage:
stage          area, um^2  power, mW  utilization  instances
6_report            51900       26.1        0.399       5152
2_1_floorplan       39800       13.6            -       2108
3_5_place_dp        44400       14.3        0.341       3937
5_1_grt             51900       27.8        0.399       5152
3_3_place_gp        44400       14.2        0.341       3937
4_1_cts             51900       26.5        0.399       5150
critical path: stages:
cell and delay (ps):
clkdlybuf4s50_1 510, buf_12 160, or3b_4 460, nor2_4 220, buf_12 190
layer usage:
layer  vias up  part of all wire  routed length, um  track usage
met5         -            0.0029                300      0.00908
met4        10             0.021               2160       0.0633
met3       145              0.14              14600        0.135
met2      1218              0.49              49900        0.251
met1     11200              0.34              35100        0.168
li1      11000                 -                  -            -
worst paths after layout:
check	start	endpoint	slack, ps	cells after the start
max	address[4]	memory[18][0]	70	5
min	writeData[20]	memory[27][20]	3060	2
repair_timing:
item,4_1_cts,5_1_grt
endpoints found under the hold margin,0,0
setup buffers,1,2
resized,1,1
pin swaps,1,2
gates cloned,1,0
endpoints found under the setup margin,35,69
area by class of cell:
type | instances | area share
Sequential cell | 1056 | 0.602
Timing Repair Buffer | 216 | 0.0580
Multi-Input combinational cell | 925 | 0.154
Clock inverter | 1107 | 0.0934
Tap cell | 1742 | 0.0420
Clock buffer | 106 | 0.0511
registers in the layout (all words and copies together), names as in the netlist:
signal,count
readData,32
memory,1024
layout by cell type (no fill, tap or decap), types with 2 or more instances in the layout:
cell / instances
nand4bb_2: 2
inv_1: 1048
or4b_2: 4
edfxtp_1: 1024
inv_6: 7
nor3_4: 4
clkdlybuf4s50_1: 69
o22ai_1: 254
nor2_4: 28
dlxtp_1: 32
clkbuf_16: 106
inv_16: 2
nor4_1: 64
bufinv_16: 21
o22ai_2: 2
or3b_4: 3
clkinv_8: 2
clkinvlp_2: 19
inv_4: 6
mux2i_1: 512
nand2_1: 34
nand4b_1: 4
clkinv_4: 2
nand4bb_4: 4
buf_4: 49
nand3b_1: 4
buf_12: 95
No activity file was given, so power comes from the tool's default toggle rates.
