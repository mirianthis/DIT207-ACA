### flow/constraint.sdc
current_design rf

set clk_period 7.4
set clk_io_pct 0.2

create_clock -name clk0 -period $clk_period [get_ports {clk}]

set non_clock_inputs [all_inputs -no_clocks]
set_input_delay [expr $clk_period * $clk_io_pct] -clock clk0 $non_clock_inputs
set_output_delay [expr $clk_period * $clk_io_pct] -clock clk0 [all_outputs]
### flow/run.sh
#!/bin/bash
# OpenROAD 26Q1-2900-gdf79404cd8, Yosys 0.63+post, stock flow scripts
make -C /OpenROAD-flow-scripts/flow DESIGN_CONFIG=/design/flow/config.mk WORK_HOME=/design/flow/orfs finish
### flow/config.mk
export PLATFORM = sky130hd
export DESIGN_NAME = rf
export DESIGN_NICKNAME = rf
export VERILOG_FILES = /design/flow/design.v
export SDC_FILE = /design/flow/constraint.sdc
export NUM_CORES = 4
export LEC_CHECK = 1
export CORE_UTILIZATION = 40
### flow/design.v
module rf(clk,RegWrite,ra,rb,rc,da,db,dc);
input clk;
input RegWrite;
input [4:0] ra;  
input [4:0] rb;  
input [4:0] rc;  
input [31:0] dc;  
output [31:0] da;  
output [31:0] db;  
reg [31:0] memory [31:0];  
assign da=(ra!=0)?memory[ra]:0;
assign db=(rb!=0)?memory[rb]:0;
always@(posedge clk) begin
if(RegWrite==1'b1) begin
memory[rc]<=dc;
end
end
endmodule
==> deck_impl_summary.md <==
Flow Results at a Glance

Floorplanning
  – Die ar.: 0.119 mm²
  – Fp util: 0.404
  – Num rows: 125
  – Die Wd: 345 µm
  – Core Region: 0.116 mm²
  – Chip height: 345 µm
  – Top-level I/O count: 113

Clock tree
  – H-tree depth: 3
  – Sink Count: 1024
  – CTS tree: yes
  – CTS root buf: clkbuf_16
  – Hold-fix buffers at CTS: 0
  – Total CTS buffers: 108
  – Clock transition at path regs: 0.06 ns
  – Post-cts sizing count: 0
  – Post-CTS setup buffers: 0
  – Max clock buf depth: 3

Setup path
  – Most frequent CP cell: clkdlybuf4s50_1
  – Startpoint Class: primary input
  – Cell chain of the critical path: clkdlybuf4s50_1 > or3b_2 > buf_4 > o221ai_1 > a211oi_1 > nor3_1 > clkdlybuf4s50_1
  – Worst-path fanout max: 24
  – Setup CP Type: primary input to primary output
  – Worst Path Required: 5.92 ns
  – CP max-delay cell: nor3_1
  – CP Launch Point: rb[3]
  – Worst path max stage delay: 1.13 ns
  – Worst path arrival time: 5.50 ns
  – Worst Setup EP: db[6]
  – Crit end category: primary output

Timing
  – RSZ-0062 raised after global routing: no
  – Setup TNS Final: 0 ns
  – Worst-Margin Slew: 1.44 ns
  – WHS: 1.60 ns
  – Fmax: 143 MHz
  – Post-layout min period: 6.98 ns
  – Fin crit share: 0.943
  – Slew margin rel.: 0.0312
  – Final hold violation count: 0
  – Final Worst Setup Slack: 0.420 ns
  – Final setup viols: 0
  – Slew Limit Fails: 0

Global routing
  – Antenna violations before repair: 5
  – Largest net degree at the start of global routing: 77
  – Tot GR Track Use: 0.275
  – Vias in the first global route: 30400
  – First-pass GRT wire length: 209 mm
  – GR Overflow Total: 0

Final layout
  – Most flops, register: memory
  – Max FFs per register: 1024
  – Share of post-route cells with drive strength above 1: 0.298
  – Synth-to-Final Area Change: 15.1%
  – Biggest regs: memory x1024

Placed design
  – HPWL after DPL: 89.6 mm
  – Pre-CTS setup slack: 0.601 ns
  – Routability congestion estimate: 0.913
  – Port bufs: 112

Logic synthesis
  – Mapped Area: 0.0470 mm²
  – Max-area cell share: 0.655
  – Yosys Instances: 2400
  – Seq share, synth: 0.655
  – Yosys stat area: 0.0470 mm²
  – Post-synthesis register bit count: 1024
  – Distinct lib cells: 40
  – Synth Area per Inst: 19.6 µm²
  – Cells after synthesis: 2400
  – Yosys top cell by area: edfxtp_1
  – Top cells, area: edfxtp_1, mux4_2, mux2i_1
  – Synth warn: 1

Pwr
  – Total Power: 13000 µW
  – Leak Pwr: 0.0173 µW
  – Pwr dens: 241 mW/mm²
  – VDD IR max: 178 µV

Job
  – Max Cap Viol: 0
  – Log Warnings: 26

Route
  – Post-DRT Antenna Nets: 0
  – Drt drc: 0
  – DR WL/cell: 35.0 µm
  – Iteration-0 DRC Markers: 1555
  – Avg Vias per Cell: 6.36
  – Diode count: 0
  – Drt total wl: 146 mm
  – DR pass1 iterations: 5
  – Vias post-DR: 26600

Hold path
  – Worst Hold Class: primary input to flop

Run status
  – Status: finished, final reports clean
-- critical path, delay by kind of cell --
kind / cells / cell delay [ns]
and+or+nand+nor: 2 / 1.94
buffers and inverters: 3 / 1.71
AOI/OAI and AO/OA: 2 / 0.35
-- power breakdown --
group          switching [µW]  internal [µW]  total (µW)
combinational             684            502        1190
sequential               28.6           6460        6480
clock                    2240           3090        5330
-- cell usage in the layout (no fill, tap or decap), types with 3 or more instances in the layout --
| master | count |
|---|---|
| a21oi_1 | 46 |
| inv_1 | 24 |
| nor2_4 | 33 |
| a211o_1 | 23 |
| or3b_2 | 4 |
| clkinv_1 | 25 |
| a32o_1 | 9 |
| bufinv_16 | 11 |
| a221oi_1 | 23 |
| mux2_2 | 5 |
| nor2b_1 | 5 |
| edfxtp_1 | 1024 |
| nor3_1 | 32 |
| clkinv_2 | 26 |
| buf_4 | 137 |
| buf_8 | 3 |
| a211oi_1 | 47 |
| a22o_1 | 62 |
| nand3b_1 | 7 |
| mux2i_1 | 183 |
| clkdlybuf4s50_1 | 105 |
| clkinvlp_4 | 5 |
| mux4_2 | 425 |
| clkbuf_16 | 110 |
| nand2_1 | 64 |
| o22ai_1 | 55 |
| clkbuf_1 | 15 |
| mux2_1 | 19 |
| buf_12 | 14 |
| nor4_1 | 9 |
| nand3_1 | 4 |
| o221ai_1 | 31 |
| and2_1 | 12 |
| a2111oi_0 | 30 |
-- area by class of cell --
class | count | area [µm²]
Clock buffer | 125 | 2810
Multi-Input combinational cell | 1150 | 15400
Clock inverter | 72 | 654
Tap cell | 1524 | 1910
Sequential cell | 1024 | 30700
Timing Repair Buffer | 262 | 2430
Fill cell | 9410 | 62300
Inverter | 25 | 96.3
-- cell usage after synthesis (all sizes together) --
library cell and instances:
or3 2, nand3 4, nand3b 7, or3b 5
and3 1, mux4 425, buf 97, o221ai 31
a21oi 46, nor4b 1, nor2 35, and2 13
nor4 9, a211o 23, o22a 1, nand2 65
a211oi 47, inv 25, a21boi 1, nor2b 8
mux2 24, a32o 9, o211ai 1, a2111oi 31
and4 1, o22ai 55, edfxtp 1024, a221oi 23
a22o 62, clkbuf 104, nor3 33, a221o 1
mux2i 183, nand2b 3
-- cell families (layout without fill, tap and decap cells) --
logic type,Yosys count,in the layout,share of synthesized area
flops,1024,1024,0.655
simple gates,187,187,0.0194
compound gates,331,331,0.0541
mux,632,632,0.249
buf+inv,226,484,0.0231
-- per-stage QoR --
| stage | area (µm²) | utilization | cells |
|---|---|---|---|
| after floorplan | 47000 | - | 2400 |
| after global placement | 50600 | 0.435 | 3985 |
| after detailed placement | 50600 | 0.435 | 3985 |
| after CTS | 54100 | 0.465 | 4182 |
| after global routing | 54100 | 0.465 | 4182 |
| final | 54100 | 0.465 | 4182 |
-- layer usage --
layer  global-route usage  up-vias  part of all wire
met3                0.256      283              0.21
met1                0.288    13300              0.29
li1                     -    10800                 -
met4               0.0685       22             0.032
met2                0.396     2160              0.46
met5               0.0537        -            0.0052
-- how the worst min path moves through the flow --
| stage | endpoint | slack, ns | cells past startpoint | startpoint |
|---|---|---|---|---|
| global route | memory[28][27] | 1.63 | 2 | dc[27] |
| finish | memory[16][7] | 1.60 | 2 | dc[7] |
| CTS | memory[19][7] | 1.57 | 2 | dc[7] |
No activity file was given, so power comes from the tool's default toggle rates.
